[flow/config.mk]
export PLATFORM = sky130hd
export DESIGN_NAME = shifter
export DESIGN_NICKNAME = shifter
export VERILOG_FILES = /design/flow/design.v
export SDC_FILE = /design/flow/constraint.sdc
export NUM_CORES = 4
export LEC_CHECK = 1
export CORE_UTILIZATION = 50
[flow/constraint.sdc]
current_design shifter

set clk_period 3.6
set clk_io_pct 0.2

create_clock -name clk0 -period $clk_period

set non_clock_inputs [all_inputs -no_clocks]
set_input_delay [expr $clk_period * $clk_io_pct] -clock clk0 $non_clock_inputs
set_output_delay [expr $clk_period * $clk_io_pct] -clock clk0 [all_outputs]
[flow/design.v]
`timescale 1ns / 1ps
module shifter(
    input [31:0] SHIN,
    input [4:0]  AMT,
    input shDir, 
    input Arith, 
    output reg [31:0] SHOUT
);
always @(*) 
begin
    if (!shDir)       SHOUT = SHIN << AMT ;
    else 
    begin
        if (!Arith)   SHOUT = SHIN >> AMT;
        else          SHOUT = $signed(SHIN) >>> AMT;  
    end
end	
endmodule
[flow/run.sh]
#!/bin/bash
# OpenROAD 26Q1-2900-gdf79404cd8, Yosys 0.63+post, stock flow scripts
make -C /OpenROAD-flow-scripts/flow DESIGN_CONFIG=/design/flow/config.mk WORK_HOME=/design/flow/orfs finish
==> notes.org <==
* Implementation run

** Outcome
- Status :: finished, violations left
- The checks that failed: negative setup slack.

** Power and ir drop
- Per the power-grid run, VDD falls by no more than 0.105 mV.
- Switching component of the power :: 0.460 mW
- Power comes to 0.970 mW.
- Sequential cell fraction of total power :: 0%
- Relative contribution of combinational cells to total power :: 100.0%
- The share of total power dissipated in the clock network is 0%.
- P_int :: 0.511 mW
- Dividing total power by cell area gives a power density of 168 mW/mm^2.
- Switching Share :: 47.4%
- Leakage power total :: 2.36 nW

** Setup path
- Critical path's top delay family :: buffers and inverters
- CP startpoint kind :: input port
- Data arrives at the worst endpoint at 2890 ps.
- Traced cell by cell, the critical path runs through dlygate4sd2_1 -> buf_6 -> mux4_2 -> a221o_1 -> o211ai_1 -> o211a_1 -> a21oi_2 -> clkdlybuf4s50_1.
- Critical path type :: in2out
- STA classifies the critical path endpoint as a primary output.
- Count of buffer and inverter cells on the critical path :: 3
- For this design, the slowest cell found on the critical path is sky130_fd_sc_hd__mux4_2.
- Slowest Stage Delay on Critical Path :: 520 ps
- The critical path endpoint has a required time of 2880 ps.
- Along the worst path, the maximum fanout reaches 7.

** Place
- The detailed placer reported the number of placed instances as 699.
- Routability-driven placement finished with a final weighted congestion of 1.01.
- Input/output buffers :: 71
- In the placement report, post-DP HPWL is listed as 12,700 um.
- In this run the cell area measured after placement is 0.00538 mm^2.

** Synth
- Syn Std Cell Area :: 0.00392 mm^2
- Most area-hungry cell type in the Yosys netlist :: sky130_fd_sc_hd__mux4_2
- Yosys top cell area share :: 36.8%
- The cell count after synthesis came out at 470.
- Largest cells by area after synthesis :: sky130_fd_sc_hd__mux4_2 (37%), sky130_fd_sc_hd__mux2i_1 (8.9%), sky130_fd_sc_hd__mux2_2 (6.3%)
- Number of warnings reported in the yosys synthesis log :: 1
- Synthesis area per yosys :: 0.00392 mm^2
- Proportion of synthesized chip area in sequential cells :: 0%
- For this design, Yosys synthesis ends with a cell count of 470.
- In this run the mean area of a mapped cell was 8.34 um^2.
- Yosys mapped the design onto 55 distinct sky130hd cell types.

** Drt
- DRC Markers :: 0
- Vias per Instance :: 7.11
- # diodes :: 0
- Residual antenna-violating net count after detailed routing :: 0
- The iteration count recorded for the first detailed-route pass is 6.
- Routed vias :: 5,129
- In this run, the number of DRC markers left after iteration 0 of detailed routing was 589.
- Sum of routed wire length over all layers :: 17,400 um
- Routed wirelength normalized by instance count :: 24.1 um

** Final layout
- The layout has 0 clock buffers.
- The area growth from synthesis to layout is 47.4%.
- Commonest non-fill, non-tap cells in the layout :: sky130_fd_sc_hd__buf_4 (115), sky130_fd_sc_hd__mux4_2 (64), sky130_fd_sc_hd__nor2_1 (62)
- The top cell type in the final layout, fill and taps aside, is sky130_fd_sc_hd__buf_4.
- Flop area :: 0 um^2
- After routing the design area is 0.00578 mm^2.
- After the flow finishes, the layout carries non-filler instances totaling 721.
- After filler insertion, the fill cell instance count of the layout stands at 462.
- Number of flip-flops and latches :: 0
- Fraction of layout cells with a size suffix above 1 :: 45.7%
- The area taken by multi-input combinational cells is reported as 0.00379 mm^2.

** STA
- Final critical-path required period :: 3610 ps
- Top achievable clock speed :: 277 MHz
- The worst path uses 100% of the clock period.
- Worst slack on hold paths :: 2070 ps
- In the final timing run, aggregate negative setup slack is -12.7 ps.
- Per the finish-stage timing summary, setup violations number 1.
- The critical path in the final layout is reported with a setup slack of -12.7 ps.
- Max Slew Vio Count :: 0
- Least-Margin Pin Slew :: 526 ps
- Unrepaired setup endpoints after global routing :: true
- Tightest slew margin relative to the limit :: 64.8%
- Counting endpoints that fail hold in the final report gives 0.

** GRT
- The number of antenna violations at the first check in global routing came to 0.
- The total overflow left after global routing is 0.
- Entering global routing, the biggest net connects 43 pins.
- Across every metal layer, demand over resource in global routing totals 43.8%.
- The first global-routing pass estimated 26,300 um of wire.
- The via count of the first global-routing pass came to 4,723.

** Flow run
- Max-Cap Viols :: 0
- Number of warning messages in the logs :: 35

** Floorplanning
- The die covers 0.00820 mm^2.
- Once the floorplan was initialized, standard cells occupied 52.9% of the core.
- Die Y :: 90.5 um
- The core region is 0.00741 mm^2.
- Site Rows :: 31
- Number of top-level design ports :: 71
- From left edge to right edge, the die measures 90.5 um.

** Worst hold path
- Kind of path behind the tightest hold check :: in2out
[Yosys cell counts, types with 10 or more instances]
library cell and number:
sky130_fd_sc_hd__mux4_2 64, sky130_fd_sc_hd__nor2_1 64, sky130_fd_sc_hd__nand2_1 50, sky130_fd_sc_hd__mux2i_1 35, sky130_fd_sc_hd__clkbuf_1 29, sky130_fd_sc_hd__mux2_2 22, sky130_fd_sc_hd__a21oi_1 18, sky130_fd_sc_hd__nor3_1 17
sky130_fd_sc_hd__o21ai_0 14, sky130_fd_sc_hd__buf_2 11, sky130_fd_sc_hd__o211ai_1 11, sky130_fd_sc_hd__nand3_1 10
[final cells by class]
class	instances	share of cell area (%)
multi-input cells	409	65.6
repair buffers	208	31.8
well taps	99	2.14
inverters	5	0.433
[cells by family (layout without fill, tap and decap cells)]
| group | after synthesis | count (layout) | synth area share, % |
|---|---|---|---|
| simple gates | 169 | 169 | 18.9 |
| buf+inv | 61 | 213 | 7.34 |
| mux | 122 | 122 | 52.4 |
| compound gates | 118 | 118 | 21.4 |
[tightest hold or removal path: cells and delay by family]
| family | cells | cell delay, ps |
|---|---|---|
| AOI/OAI and AO/OA | 1 | 70 |
| and+or+nand+nor | 1 | 60 |
| buffers and inverters | 3 | 490 |
[final timing paths]
path / start / end / slack (ps) / depth (start not counted)
worst max-delay path: SHIN[26] / SHOUT[19] / -10 / 8
worst min-delay path: AMT[4] / SHOUT[21] / 2070 / 5
[metal layers]
metal / GRT usage (%) / up-vias / routed length, um
met5: 1.92 / - / 0
met4: 14.7 / 0 / 791
met3: 18.5 / 65 / 2860
met2: 59.9 / 478 / 7180
met1: 64.2 / 2395 / 6560
li1: - / 2191 / -
[through the flow]
stage | utilization [%] | worst slack [ps]
global route | 78.0 | -47.9
finish | 78.0 | -12.7
floorplan | - | 534
CTS | 75.7 | -15.9
global placement | 72.7 | -372
detailed placement | 72.7 | -377
[what timing repair did]
action	in CTS	in global routing
gates cloned	1	0
pin swaps	4	5
resized	81	75
hold buffers	0	0
endpoints found under the setup margin	31	29
setup buffers	15	6
[power by group through the flow]
stage | combinational, mW | clock (mW) | sequential [mW]
final | 0.970 | 0 | 0
after global routing | 1.02 | 0 | 0
after CTS | 0.890 | 0 | 0
Power figures rest on the tool's default switching activity, not on a simulated workload.
